## design/flow/design.v

```verilog
module Binary_to_BCD(
    input [7:0] binary,
    output reg [3:0] hundreds,
    output reg [3:0] tens,
    output reg [3:0] ones
);
    integer i;
    reg [19:0] bcd;
    always @(binary) begin
        bcd = 20'd0;
        bcd[7:0] = binary;
        for (i=0; i<8; i=i+1) begin
            if (bcd[11:8] >= 5) bcd[11:8] = bcd[11:8] + 3;
            if (bcd[15:12] >= 5) bcd[15:12] = bcd[15:12] + 3;
            if (bcd[19:16] >= 5) bcd[19:16] = bcd[19:16] + 3;
            bcd = bcd << 1;
        end
        hundreds = bcd[19:16];
        tens     = bcd[15:12];
        ones     = bcd[11:8];
    end
endmodule
```

## design/flow/run.sh

```bash
#!/bin/bash
# OpenROAD 26Q1-2900-gdf79404cd8, Yosys 0.63+post, stock flow scripts
make -C /OpenROAD-flow-scripts/flow DESIGN_CONFIG=/design/flow/config.mk WORK_HOME=/design/flow/orfs finish
```

## design/flow/config.mk

```make
export PLATFORM = sky130hd
export DESIGN_NAME = Binary_to_BCD
export DESIGN_NICKNAME = Binary_to_BCD
export VERILOG_FILES = /design/flow/design.v
export SDC_FILE = /design/flow/constraint.sdc
export NUM_CORES = 4
export LEC_CHECK = 1
export CORE_AREA = 10 10 70 70
export DIE_AREA = 0 0 80 80
```

## design/flow/constraint.sdc

```tcl
current_design Binary_to_BCD

set clk_period 6.1
set clk_io_pct 0.2

create_clock -name clk0 -period $clk_period

set non_clock_inputs [all_inputs -no_clocks]
set_input_delay [expr $clk_period * $clk_io_pct] -clock clk0 $non_clock_inputs
set_output_delay [expr $clk_period * $clk_io_pct] -clock clk0 [all_outputs]
```

==> deck_impl_summary.md <==
Key Metrics from the Run

Status
  • Outcome: finished, violations left
  • Failing checks: setup timing

Worst setup path
  • Largest stage delay, worst path: 370 ps
  • CP startpoint kind: primary input
  • CP Capture Type: output pin
  • Arrival time at the worst endpoint: 5320 ps
  • CP Data Required Time: 4880 ps
  • Crit path kind: primary input to output pin
  • Cell mode on critical path: ha_4
  • Slowest CP cell: or3_4
  • Crit Path Max Fanout: 3

Final timing
  • RSZ-0062 raised after global routing: yes
  • Setup WS post-layout: -442 ps
  • Highest clock rate: 153 MHz
  • Minimum clock period: 6540 ps
  • Relative slew slack: 0.634
  • Hold Fails Final Rpt: 0
  • Final-report setup violation count: 3
  • Post-layout period usage of the worst path: 1.07
  • Tightest Pin Transition: 533 ps
  • Slew Limit Fails: 0

Synth
  • Top-area cell share: 0.105
  • YS chip area: 1080 sq um
  • Yosys cell count: 151
  • Synth area leader: ha_1
  • Avg Synthesized Cell Area: 7.13 sq um
  • Cell area leaders: ha_1, nand2_1, mux2i_1
  • Syn Inst Count: 151
  • Unique cell types: 51
  • Synth warnings: 1
  • Synth Seq Share: 0
  • Cell Area, Synth: 1080 sq um

Routing
  • Drt first-iter violations: 55
  • Vias per cell: 5.16
  • 1st-pass router iterations: 4
  • Antenna-violating nets left: 0
  • Drt drc: 0
  • Inserted Diodes: 0
  • Avg WL per Cell: 12.2 um
  • Routed WL: 3.39 mm
  • Via Count: 1,428

Min path
  • HP Class: primary input to output pin

Finish
  • Reg area: 0 sq um
  • Area growth syn-to-layout: 89.8%
  • Share of cells above drive strength 1: 0.580
  • Filler cell count: 290
  • Final cell count without fillers: 277
  • Layout clock buffers: 0
  • Flops: 0

Global route
  • Largest net degree at the start of global routing: 13
  • First-pass GRT wire length: 5.48 mm
  • Grt ovf: 0
  • Antenna violations before repair: 0
  • GRT Overall Usage: 0.0967
  • Vias in the first global route: 1,319

Die
  • Ports: 20
  • Fp util: 0.315
  • # rows: 21
  • Chip width: 80 um
  • Die Footprint: 6400 sq um
  • Core Box Area: 3420 sq um
  • Die height: 80 um

Run
  • Max Cap Violations: 0
  • Total tool warning count: 38

Pwr
  • PwrDens: 227 nW/um^2
  • Max IR drop VDD: 86.1 uV
  • Leakage: 0.891 nW

Placed design
  • HPWL after detailed placement: 2.56 mm
  • GPL Wtd Cong: 0.864
  • Placed cells: 258
  • IO Port Bufs: 16
  • Pre-CTS WS: -1310 ps

Clock network
  • Hold_buf cts: 0
## routing by layer
metal | routed length (um) | vias to the layer above | global-route usage
li1 | - | 735 | -
met1 | 1710 | 669 | 0.135
met2 | 1600 | 24 | 0.171
met3 | 75 | 0 | 0.00227
met4 | 0 | 0 | 0
met5 | 0 | - | 0
## cells in the final DEF (no fill, tap or decap), types with 4 or more instances in the layout
master and count:
buf_6 4, buf_4 68, nand2_1 16, ha_4 4
a21oi_1 6, o21ai_0 4, clkdlybuf4s50_1 8, mux2i_1 5
inv_1 5, nor3_1 4, ha_2 5, nor2_1 10
a21oi_2 4
## worst max-delay path, delay by kind of cell
family,cells,cell delay (ps)
fa+ha+maj,5,890
mux,3,760
simple gates,6,960
xor+xnor,2,370
compound gates,4,570
buf+inv,6,550
## timing repair
action / 4_1_cts / 5_1_grt
endpoints found under the setup margin: 9 / 8
buffers inserted: 16 / 4
pin swaps: 24 / 15
gates resized: 38 / 21
## worst paths after layout
kind,startpoint,endpoint,slack (ps),cells after the start
hold / removal,binary[0],ones[0],2440,0
setup / recovery,binary[5],tens[2],-440,26
## through the flow
step            util  setup TNS [ps]  cell area (sq um)  hold slack [ps]  power (mW)
6_report       0.598           -1250               2040             2440       0.463
5_1_grt        0.598           -2350               2040             2440       0.506
4_1_cts        0.570           -1310               1950             2440       0.441
3_5_place_dp   0.519           -5730               1770             2440       0.406
3_3_place_gp   0.519           -5120               1770             2440       0.399
2_1_floorplan      -           -1030               1220             2510       0.232
## area by class of cell
type / instances / area [sq um] / share of cell area
inverter: 9 / 42.5 / 0.0208
tap: 46 / 57.6 / 0.0282
multi-input combinational: 136 / 1260 / 0.617
timing repair buffer: 86 / 682 / 0.334
## power breakdown
| group | internal (mW) | switching, mW |
|---|---|---|
| clock network | 0 | 0 |
| registers | 0 | 0 |
| logic | 0.261 | 0.202 |
## synth_stat cells, types with 2 or more instances
library cell / number
mux2_2: 3
o221ai_1: 3
clkbuf_1: 2
a21oi_2: 2
o21ai_0: 9
or3_1: 2
ha_1: 9
mux2i_2: 2
nand3_1: 3
a21o_1: 2
nor3_1: 8
and3_1: 2
mux2i_1: 6
o211ai_1: 3
nand2b_1: 2
buf_4: 3
nand2_1: 17
mux2_4: 2
a21oi_1: 10
nor2b_1: 2
a22oi_1: 2
a31oi_1: 2
nor2_1: 12
inv_1: 9
a211oi_1: 3
nand4_1: 2
a221o_1: 2
xnor2_1: 4
## kinds of logic after synthesis
| kind of cell | share of synthesized area |
|---|---|
| AND-OR/OR-AND | 0.367 |
| XOR/XNOR | 0.0326 |
| adder cells (fa/ha/maj) | 0.105 |
| buffers and inverters | 0.0744 |
| multiplexers | 0.151 |
| other | 0.00349 |
| AND/OR/NAND/NOR | 0.266 |
No activity file was given, so power comes from the tool's default toggle rates.
